==> flow/constraint.sdc <==
current_design MUX

set clk_period 1.0
set clk_io_pct 0.2

create_clock -name clk0 -period $clk_period

set non_clock_inputs [all_inputs -no_clocks]
set_input_delay [expr $clk_period * $clk_io_pct] -clock clk0 $non_clock_inputs
set_output_delay [expr $clk_period * $clk_io_pct] -clock clk0 [all_outputs]
==> flow/design.v <==
module MUX(
  input dataSelector,
  input [31:0] firstData,
  input [31:0] secondData,
  output reg [31:0] outputData
);
always @(*) begin
  case (dataSelector)
    0: outputData = firstData;
    1: outputData = secondData;
  endcase
end
endmodule
==> flow/run.sh <==
#!/bin/bash
# OpenROAD 26Q1-2900-gdf79404cd8, Yosys 0.63+post, stock flow scripts
make -C /OpenROAD-flow-scripts/flow DESIGN_CONFIG=/design/flow/config.mk WORK_HOME=/design/flow/orfs finish
==> flow/config.mk <==
export PLATFORM = sky130hd
export DESIGN_NAME = MUX
export DESIGN_NICKNAME = MUX
export VERILOG_FILES = /design/flow/design.v
export SDC_FILE = /design/flow/constraint.sdc
export NUM_CORES = 4
export LEC_CHECK = 1
export CORE_AREA = 10 10 70 70
export DIE_AREA = 0 0 80 80
==> flow_summary.json <==
{
  "drive_gt1_share_pct": 54.3,
  "fp.dieH_um": 80,
  "tightest_slew_ns": 0.0682,
  "cellPowerDensity_mw_per_mm2": 397,
  "synth_cell_types": 4,
  "crit_family": "buffers and inverters",
  "fp-utilization_pct": 15.9,
  "top_area_share_pct": 82.8,
  "fmax_ghz": 0.842,
  "warning_count": 34,
  "synth_top_cell_by_count": "mux2_4",
  "clkbuf_count": 0,
  "violations": "setup timing",
  "startpoint_type": "primary input",
  "top_cells_by_count": "mux2_4 (30), buf_12 (3), mux2_2 (2), buf_6 (1)",
  "yosysCellCount": 36,
  "boundaryPins": 97,
  "flops": 0,
  "slowest_delay_ns": 0.40,
  "status": "complete, but fails checks",
  "num_rows": 21,
  "antenna_found_initial": 0,
  "cp-startpoint": "firstData[6]",
  "worst_slack_ns": -0.188,
  "gr-total-overflow": 0,
  "hold_class": "in -> out",
  "slowest_stage": "clkdlybuf4s50_1",
  "setup.worst_path.end_class": "output port",
  "area_delta_synth_final_pct": 198,
  "whs_ns": 0.695,
  "p_leak_uw": 0.000879,
  "grt_pass1_vias": 772,
  "drtAntennaViolNets": 0,
  "report.final.hold_viol_count": 0,
  "port_buffers": 97,
  "vdd_drop_max_v": 0.000182,
  "topCellsByArea": "mux2_4 (83%), buf_12 (11%), mux2_2 (4.1%)",
  "drt_first_pass_iters": 2,
  "grt_pass1_wl_um": 4110,
  "drc_errors": 0,
  "fin_crit_ns": 1.19,
  "crit_chain": "clkdlybuf4s50_1 -> mux2_4 -> buf_6",
  "rsz0062_at_grt": "yes",
  "wl_um": 2720,
  "setup_viol": 32,
  "fillers": 330,
  "grt_usage_pct": 7.83,
  "syn_inst": 36,
  "slew_headroom_pct": 95.4,
  "drt_iter0_markers": 7,
  "vias": 703,
  "yosysWarnings": 1,
  "grt_max_degree": 9,
  "core_area_mm2": 0.00342,
  "finalCritPeriodShare_pct": 119,
  "drv_cap": 0,
  "critPathArrivalTime_ns": 0.99,
  "criticalPathCategory": "in -> out",
  "seq_area_um2": 0,
  "cp-endpoint": "outputData[6]",
  "fin_cells": 186,
  "dieArea_mm2": 0.00640,
  "cp_max_fo": 1,
  "seq_area_frac_synth_pct": 0,
  "place.gp.congestion": 0.792,
  "yosys_area_um2": 544,
  "netlist_area_um2": 544,
  "wire_per_inst_um": 14.6,
  "die_x_um": 80,
  "yosysTopAreaCell": "mux2_4",
  "place_inst": 177,
  "avgSynthCellArea_um2": 15.1,
  "cp.required_ns": 0.80,
  "diodes": 0,
  "cp.buffers_inverters": 2,
  "drv_slew": 0,
  "viasPerCell": 3.78,
  "worstSetupPathDepth": 3
}
-- power breakdown --
part           internal [uW]  switching [uW]
Sequential                 0               0
Combinational            511             134
Clock                      0               0
-- through the flow --
stage	TNS (ns)	util (%)	setup slack (ns)	total power (uW)	cell area (um^2)
CTS	-4.13	45.4	-0.194	625	1550
global placement	-15.27	45.0	-0.493	653	1540
floorplan	0	-	0.0669	206	544
detailed placement	-15.37	45.0	-0.495	658	1540
global route	-4.55	47.5	-0.210	692	1620
finish	-3.94	47.5	-0.188	644	1620
-- tightest hold or removal path: stages --
cell and delay, ns:
dlymetal6s2s_1 0.08, mux2_4 0.13, buf_2 0.08
-- what timing repair did --
action | in CTS | in global routing
endpoints found under the setup margin | 32 | 32
hold buffers | 0 | 0
buffers inserted | 7 | 0
hold endpoints to repair | 0 | 0
cloned | 2 | 0
gates resized | 155 | 15
-- routing by layer --
metal	track usage, %	routed length, um	vias up
li1	-	-	346
met1	9.43	1110	306
met2	13.9	1340	51
met3	2.61	273	0
met4	0	0	0
met5	0	0	-
-- worst min-delay path by stage --
stage | slack, ns | startpoint | end | cells past startpoint
CTS | 0.80 | secondData[22] | outputData[22] | 3
global route | 0.72 | secondData[14] | outputData[14] | 3
finish | 0.69 | firstData[21] | outputData[21] | 3
-- cell families (layout without fill, tap and decap cells) --
group / after synthesis / in the layout / share of synthesized area (%)
buffers and inverters: 4 / 108 / 13.1
muxes: 32 / 32 / 86.9
-- cell type report --
| cell class | instances | area (um^2) | share of cell area, % |
|---|---|---|---|
| multi-input cells | 32 | 480 | 29.6 |
| well taps | 46 | 57.6 | 3.55 |
| repair buffers | 108 | 1080 | 66.8 |
-- cells in the final DEF (no fill, tap or decap) --
cell type        instances
dlygate4sd2_1           36
mux2_4                  32
buf_6                   23
clkdlybuf4s50_1         22
buf_2                   13
dlymetal6s2s_1           6
buf_12                   4
buf_16                   2
buf_4                    2
Power and IR drop assume default switching activity.
